$ cat ./run.sh
#!/bin/bash
# OpenROAD 26Q1-2900-gdf79404cd8, Yosys 0.63+post, stock flow scripts
make -C /OpenROAD-flow-scripts/flow DESIGN_CONFIG=/design/flow/config.mk WORK_HOME=/design/flow/orfs finish
$ cat ./config.mk
export PLATFORM = sky130hd
export DESIGN_NAME = ula
export DESIGN_NICKNAME = ula
export VERILOG_FILES = /design/flow/design.v
export SDC_FILE = /design/flow/constraint.sdc
export NUM_CORES = 4
export LEC_CHECK = 1
export CORE_AREA = 10 10 73 73
export DIE_AREA = 0 0 83 83
$ cat ./constraint.sdc
current_design ula

set clk_period 2.1
set clk_io_pct 0.2

create_clock -name clk0 -period $clk_period [get_ports {ck}]

set non_clock_inputs [all_inputs -no_clocks]
set_input_delay [expr $clk_period * $clk_io_pct] -clock clk0 $non_clock_inputs
set_output_delay [expr $clk_period * $clk_io_pct] -clock clk0 [all_outputs]
$ cat ./design.v
module  decoder (
    a,d, en 
);
    input [2:0]a;
    input en;
    output reg [7:0]d;
    always @(*) begin
        if(en)begin
            case(a)
            3'b000: d = 8'b00000001;
            3'b001: d = 8'b00000010;
            3'b010: d = 8'b00000100;
            3'b011: d = 8'b00001000;
            3'b100: d = 8'b00010000;
            3'b101: d = 8'b00100000;
            3'b110: d = 8'b01000000;
            3'b111: d = 8'b10000000;
            default: d = 8'b00000000;
            endcase    
        end else begin
            d = 8'b00000000;  
        end
    end
endmodule
module  somador_completo (
    A, B, S, Cin, Cout
);
    input   A, B, Cin;
    output  S, Cout;
    assign S = A ^ B ^ Cin;
    assign Cout = (B | Cin) & (A | Cin) & (A | B);   
endmodule
module  meio_somador (
    A, B, S, C
);
    input   A, B;
    output  S, C;
    assign S = A ^ B;
    assign C = A & B;   
endmodule
module somador8 (
    A, B, S
);
    input [7:0] A, B;
    output [8:0] S;
    wire [7:0] C;
    meio_somador soma1(A[0], B[0], S[0], C[0]);
    somador_completo soma2(A[1], B[1], S[1], C[0], C[1]);
    somador_completo soma3(A[2], B[2], S[2], C[1], C[2]);
    somador_completo soma4(A[3], B[3], S[3], C[2], C[3]);
    somador_completo soma5(A[4], B[4], S[4], C[3], C[4]);
    somador_completo soma6(A[5], B[5], S[5], C[4], C[5]);
    somador_completo soma7(A[6], B[6], S[6], C[5], C[6]);
    somador_completo soma8(A[7], B[7], S[7], C[6], S[8]);
endmodule
module  subtrator_completo (
    A, B, S, Cin, Cout
);
    input   A, B, Cin;
    output  S, Cout;
    assign S = A ^ B ^ Cin;
    assign Cout = (B | Cin) & (~A | Cin) & (~A | B);   
endmodule
module  meio_subtrator (
    A, B, S, C
);
    input   A, B;
    output  S, C;
    assign S = A ^ B;
    assign C = ~A & B;   
endmodule
module subtrator8 (
    A, B, S
);
    input [7:0] A, B;
    output [8:0] S;
    wire [7:0] C;
    meio_subtrator soma1(A[0], B[0], S[0], C[0]);
    subtrator_completo soma2(A[1], B[1], S[1], C[0], C[1]);
    subtrator_completo soma3(A[2], B[2], S[2], C[1], C[2]);
    subtrator_completo soma4(A[3], B[3], S[3], C[2], C[3]);
    subtrator_completo soma5(A[4], B[4], S[4], C[3], C[4]);
    subtrator_completo soma6(A[5], B[5], S[5], C[4], C[5]);
    subtrator_completo soma7(A[6], B[6], S[6], C[5], C[6]);
    subtrator_completo soma8(A[7], B[7], S[7], C[6], S[8]);
endmodule
module tristate(
    input [7:0] a,   
    input en,         
    output [7:0] out
);
    assign out = (en) ? a : 8'bzzzzzzzz;
endmodule
module registrador #(parameter N = 8) (
    input [N-1:0] d,  
    output [N-1:0] q,
    input clk
);
    genvar i;
    generate 
        for (i = 0; i < N; i = i + 1) begin : d_flip_flop
            d_flip_flop ff (
                .clk(clk), 
                .d(d[i]),
                .q(q[i])
            );
        end
    endgenerate
endmodule
module d_flip_flop (
    input clk,    
    input d,      
    output reg q    
);
    always @(negedge clk) begin
            q <= d; 
        end
endmodule
module inversorA (
    input [7:0] A,  
    output [7:0] S  
);
    assign S = ~A;
endmodule
module inversorB (
    input [7:0] B,  
    output [7:0] S  
);
    assign S = ~B;
endmodule
module igual(
    input [7:0] A, B,  
    output reg [7:0] S
);
    always @ (A or B) begin  
        if (A == B) begin
            S = 8'b00000001;
        end else begin
            S = 8'b00000000;
        end
    end
endmodule
module diferente(
    input [7:0] A, B,  
    output reg [7:0] S
);
    always @ (A or B) begin  
        if (A != B) begin
            S = 8'b00000001;
        end else begin
            S = 8'b00000000;
        end
    end
endmodule
module maior(
    input [7:0] A, B,  
    output reg [7:0] S
);
    always @ (A or B) begin  
        if (A > B) begin
            S = A;
        end else if (B > A) begin
            S = B;
        end else begin
            S = 8'b00000000;  
        end
    end
endmodule
module menor(
    input [7:0] A, B,  
    output reg [7:0] S
);
    always @ (A or B) begin  
        if (A < B) begin
            S = A;
        end else if (B < A) begin
            S = B;
        end else begin
            S = 8'b00000000;  
        end
    end
endmodule
module ula (
    A, B, S, ck, opcode
);
    input [7:0] A, B;
    input [2:0] opcode;
    input ck;
    output [7:0] S;
    wire [7:0] out_decoder, out_somador,regA, regB, regOut, out_tristate, out_subtrator, out_inversorA, out_inversorB, out_igual, out_diferente, out_maior, out_menor;
    wire overflow;
    registrador r0(A, regA, ck);
    registrador r1(B, regB, ck);
    registrador r2(out_tristate, S, ck);
    decoder u1(opcode,out_decoder, 1'b1);
    somador8 u2(regA, regB, {overflow,out_somador});
    tristate u3(out_somador, out_decoder[0], out_tristate);
    subtrator8 u4(regA, regB, {overflow,out_subtrator});
    tristate u5(out_subtrator, out_decoder[1], out_tristate);
    inversorA u6(regA, out_inversorA);
    tristate u7(out_inversorA, out_decoder[2], out_tristate);
    inversorB u8(regB, out_inversorB);
    tristate u9(out_inversorB, out_decoder[3], out_tristate);
    igual u10(regA, regB, out_igual);
    tristate u11(out_igual, out_decoder[4], out_tristate);
    diferente u12(regA, regB, out_diferente);
    tristate u13(out_diferente, out_decoder[5], out_tristate);
    maior u14(regA, regB, out_maior);
    tristate u15(out_maior, out_decoder[6], out_tristate);
    menor u16(regA, regB, out_menor);
    tristate u17(out_menor, out_decoder[7], out_tristate);
endmodule
==> Changelog: implementation <==
## Flow update

* Status: complete, but fails checks
* Failing checks: setup timing
* Detail Route Antenna Nets at 0
* Yosys Chip Area at 594 um2
* Worst Setup EP: S[0]
* Fin util at between 20% and 30%
* Via count at between 300 and 400
* CP Cell Sequence: buf_2
* Num CTS Buffers at 3
* Leak at 0.000469 uW
* Depth of the worst register-to-register path at 5
* Top FF cell, synth: dfxtp_1
* Crit-path slowest cell: dfxtp_2
* DR vias/cell at around 2.9
* Clock share of power at 45.7%
* Pin count of the biggest net entering global routing at 10
* Commonest cells in the synthesized netlist: 17 x dfxtp_1, 8 x buf_4, 8 x inv_1
* Stages on worst setup path at 1
* Peak fanout along the critical path at 1
* Sink Count at 17
* CTS H-Tree Depth at 1
* Setup ws final at -89.8 ps
* Chip area at approximately 0.007 mm2
* Yosys cell count at 49
* Synth Area in Compound Gates at 9.89%
* Root Buffer: clkbuf_8
* Iter 0 DRT Violations at 4
* Area post-placement at 787 um2
* Max Cap Viol at 0
* Cell family with most CP delay: flip-flops
* Syn. warnings at 15
* Post-DP HPWL at 906 um
* Fin Setup TNS at -89.8 ps
* Post-synth EDFFs at 0
* FF-to-FF Start: r0.d_flip_flop[3].ff.q
* Initial Util at about 16%
* Vias in the first global route at 470
* Initial antenna violation count at 0
* Worst-path clk slew at 30 ps
* Final Hold Fails at 0
* Setup slack, reg-to-reg at 800 ps
* CTS tree: done
* Startpoint types: flop
* IO Count at 28
* Fin area at 888 um2
* Adder share at 14.7%
* DRC viols at 0
* Max VDD drop at just over 200 uV
* Net Switching at around 200 uW
* Hold Crit Class: reg -> reg
* R2R Path End: r2.d_flip_flop[0].ff.q
* Total grt overflow at 0
* Synth Cell Area at a little under 600 um2
* Post-CTS Hold Buffers at 0
* Clk_skew at 9.49 ps
* First-pass DRT Iterations at 2
* CTS max path bufs at 2
* Drt wl/cell at 8.03 um
* Row Count at 22
* Gpl congestion at about 0.66
* FFs w/ async S/R, synth at 0%
* Total wire length at 1060 um
* Area contributors post-synth: dfxtp_1 57%, ha_1 15%, buf_4 10%, inv_1 5.1%, a221oi_2 2.5%
* Critical Path RT at 1680 ps
* Basic Gates by Area at 2.32%
* Post-synthesis sequential area ratio at 57.3%
* Tool warning count at 47
* Largest stage delay on the critical path at 300 ps
* Share of cells above drive strength 1 at 8.33%
* Combinational power share at 8.2%
* Worst path buffer plus inverter count at 1
* First-pass GRT wire length at 1790 um
* Ys flops at 17
* Core area at between 0.003 and 0.004 mm2
* Synth Area per Inst at approximately 12 um2
* Top cell area share at 57.3%
* Max-slew violations at 0
* Top-count cell post-synth: dfxtp_1
* Cell type with the largest total area: dfxtp_1
* Pwr dens at 852 mW/mm2
* Clock Latency Late Sink at 320 ps
* Finish-stage setup viols at 1
* Seq pwr share at 46.1%
* Netlist cell types at 13
* P&R area growth vs syn at 49.5%
* Port-buffer cells at 17
* CP Capture Type: primary output
* Antenna cells at 0
* XOR Share, Synth at 0%
* Mux share at 0%
* Die Wd at 83 um
* Layout fillers at 417
* Post-synthesis cell count at slightly below 50
* Switching Fraction at 26.2%
* RSZ-0062 raised after global routing: yes
* Die span in y at about 83 um
* Crit path launch: r2.d_flip_flop[0].ff.q
* Internal power at 558 uW
* Critical path class: reg -> out
* GRT Overall Usage at 3.00%
* Arr. time, crit path at between 1500 and 2000 ps
* Largest family of logic cells by area: buffers and inverters
-- registers in the layout, summed over array words and instances, names as in the netlist --
signal and flops:
r1.d_flip_flop.ff.q 8, r0.d_flip_flop.ff.q 8, r2.d_flip_flop.ff.q 1
-- worst min path at each step --
stage | slack, ps | depth (start not counted) | to | startpoint
after global routing | 470 | 2 | r2.d_flip_flop[0].ff.q | r1.d_flip_flop[0].ff.q
final | 460 | 2 | r2.d_flip_flop[0].ff.q | r1.d_flip_flop[0].ff.q
after CTS | 460 | 2 | r2.d_flip_flop[0].ff.q | r1.d_flip_flop[0].ff.q
-- cells by family (layout without fill, tap and decap cells) --
family | after synthesis | in the layout
flip-flops | 17 | 17
buffers and inverters | 16 | 45
adder cells (fa/ha/maj) | 7 | 7
AND-OR/OR-AND | 6 | 6
AND/OR/NAND/NOR | 2 | 2
other | 1 | 7
-- layer usage --
metal | share of wire (%) | global-route usage, % | routed length, um | vias up
li1 | - | - | - | 213
met3 | 9.4 | 2.85 | 100 | 3
met1 | 40 | 2.88 | 424 | 155
met5 | 0 | 0 | 0 | -
met4 | 2.1 | 1.38 | 22 | 0
met2 | 48 | 4.26 | 513 | 15
-- stage by stage --
stage | worst slack (ps) | std cells | power [uW] | hold WS [ps]
6_report | -89.8 | 132 | 757 | 456
5_1_grt | -123 | 132 | 838 | 467
2_1_floorplan | 250 | 55 | 441 | 444
3_3_place_gp | -117 | 112 | 471 | 482
4_1_cts | -108 | 132 | 784 | 457
3_5_place_dp | -140 | 112 | 471 | 474
-- cell usage in the layout, fill, tap and decap left out --
cell and instances:
dfxtp_1 16, a211oi_2 1, nand2b_1 1, o2111a_1 1
inv_1 25, clkbuf_8 3, o21ai_1 1, nor3b_1 1
clkdlybuf4s50_1 16, ha_1 7, buf_2 1, conb_1 7
a221oi_2 1, o211ai_1 1, dfxtp_2 1, a21o_1 1
-- power by group through the flow --
stage                 Combinational [uW]  Sequential, uW  Clock [uW]
after CTS                           64.1             349         371
after global routing                70.3             350         418
final                               61.9             349         346
-- final cells by class --
| class | instances | area [um2] | share of cell area (%) |
|---|---|---|---|
| Clock buffer | 3 | 41.3 | 4.65 |
| Clock inverter | 18 | 67.6 | 7.61 |
| Inverter | 7 | 26.3 | 2.96 |
| Timing Repair Buffer | 17 | 165 | 18.6 |
| Tap cell | 48 | 60.1 | 6.76 |
| Sequential cell | 17 | 342 | 38.5 |
| Multi-Input combinational cell | 22 | 186 | 21.0 |
-- timing repair --
action | CTS | global route
gates cloned | 0 | 0
resized | 4 | 0
buffers inserted | 0 | 0
endpoints found under the setup margin | 1 | 1
Power is estimated from default activity; no workload was simulated.
